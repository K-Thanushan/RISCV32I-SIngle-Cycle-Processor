File: design/flow/run.sh
#!/bin/bash
# OpenROAD 26Q1-2900-gdf79404cd8, Yosys 0.63+post, stock flow scripts
make -C /OpenROAD-flow-scripts/flow DESIGN_CONFIG=/design/flow/config.mk WORK_HOME=/design/flow/orfs finish
File: design/flow/design.v
module ClockDivider(
  input wire clk,
  output reg divided_clk
);
  reg[27:0] counter = 28'd0;
  parameter DIVISOR = 28'd50000000;
  always @(posedge clk)
  begin
    counter <= counter + 28'd1;
    if(counter>=(DIVISOR-1))
    counter <= 28'd0;
    divided_clk <= (counter<DIVISOR/2)?1'b1:1'b0;
end
endmodule
File: design/flow/config.mk
export PLATFORM = sky130hd
export DESIGN_NAME = ClockDivider
export DESIGN_NICKNAME = ClockDivider
export VERILOG_FILES = /design/flow/design.v
export SDC_FILE = /design/flow/constraint.sdc
export NUM_CORES = 4
export LEC_CHECK = 1
export CORE_AREA = 10 10 92 92
export DIE_AREA = 0 0 102 102
File: design/flow/constraint.sdc
current_design ClockDivider

set clk_period 2.6
set clk_io_pct 0.2

create_clock -name clk0 -period $clk_period [get_ports {clk}]

set non_clock_inputs [all_inputs -no_clocks]
set_input_delay [expr $clk_period * $clk_io_pct] -clock clk0 $non_clock_inputs
set_output_delay [expr $clk_period * $clk_io_pct] -clock clk0 [all_outputs]
==> CHANGELOG.md <==
### Physical design

* Outcome: complete, no violations
* DR vias/cell at ~4.7
* Number of synthesized register bits at 29
* Clock-pin slew on the worst setup and hold paths at roughly 0.070 ns
* Critical-path maximum fanout at 6
* CTS tree: yes
* Crit-path max cell delay at 0.45 ns
* Worst r2r path cells at 5
* Critical-path top delay cell: or4_1
* VDD IR max at around 0.28 mV
* Chip area line of the yosys report at around 1400 um2
* H-tree Lvls at 2
* Mapped Cells at between 150 and 200
* Worst-Margin Slew at 0.496 ns
* Cts hold-fix bufs at 0
* R2R Setup Slk at approximately 0.77 ns
* Routed wl met2 at approximately 1.1 mm
* Filler cell count at 705
* DIE AREA at about 10000 um2
* Routed Antenna Nets at 0
* Startpoint class of the critical path: flip-flop
* R2R Path Start: counter[0]
* Vias in the first global route at 1027
* Crit path setup slack, layout at between 0.7 and 0.8 ns
* Worst Skew at between 0.009 and 0.01 ns
* Syn-to-layout area delta at 12.8%
* TritonCTS Buffers at 5
* Post-route minimum period at roughly 1.8 ns
* 1st-pass router iterations at 4
* Total Routed Length at between 2 and 3 mm
* Remaining DRCs at 0
* Final Setup Violations at 0
* Share of layout cells above drive strength 1 at 0.0994
* Area post-placement at between 1000 and 1500 um2
* Hold depth at 1
* Hold path startpoint: counter[0]
* Max_slew headroom at 0.667
* Overflow after GRT at 0
* Top cells by area: dfxtp_1 (42%), xor2_1 (5.1%), nor2_1 (4.6%)
* # port buffers at 1
* Post-CTS sizing at 0
* WP data arrival at just over 2 ns
* CTS max path bufs at 2
* Reg2reg end: counter[20]
* Late-Pin Clk Latency at between 0.2 and 0.3 ns
* Number of setup buffers added after CTS at 0
* Peak Freq at between 0.5 and 0.6 GHz
* Most frequent cells after synthesis: dfxtp_1 (29), nor2_1 (17), nand2_1 (14), a21oi_1 (11), nand3_1 (9)
* Initial DRC Count at 114
* Seq share, synth at 0.420
* Setup repair after global routing missed its margin: no
* RD Place Congestion at 0.794
* Cell Rows at 29
* CP required at 2.82 ns
* EDFF count, synth at 0
* Top_reg_cell synth: dfxtp_1
* Final design area excluding fillers at ~1600 um2
* CP endpoint kind: flip-flop
* Fp util at 0.214
* Fin. max-slew vios at 0
* Met3 routed WL at roughly 120 um
* Top routing layer in use: met4
* Async SR Flop Fraction at 0
* Total global-route track usage at 0.0542
* Total negative slack at 0 ns
* Final period util at 0.703
* Clock Sinks at 29
* Fin util at 0.242
* Area share, top type at 0.420
* WHS Endpoint: counter[0]
* Synth Area per Inst at just under 9 um2
* Die X at ~100 um
* Maxcap violations at 0
* Synth top cell by count: dfxtp_1
* Comb area at 756 um2
* Die y size at ~100 um
* Crit Path Category: reg -> reg
* Cell type with the largest total area: dfxtp_1
* Core Area at roughly 6500 um2
* Register area at ~580 um2
* Initial antenna violation count at 0
* Pwr per Cell Area at 551 nW/um2
* Critical path cell sequence: ha_1 > and3_1 > nand4_1 > or4_1 > a21oi_1
* WL/cell at 11.1 um
* Met1 WL at approximately 1.4 mm
* Tool Warnings at 25
* Via count at approximately 1100
* Total power at between 0.8 and 0.9 mW
* CTS root buffer: clkbuf_8
* DP HPWL at between 1.5 and 2 mm
* Hold/Removal Path Class: reg -> reg
* First-pass GRT wire length at 4.75 mm
* Synth warnings at 1
* Dpl ws at around 0.8 ns
* Final hold violations at 0
* IO Pins at 2
* Netlist cell types at 33
* ANT cells at 0
* Largest net degree at the start of global routing at 14
* Synth Cell Area at roughly 1400 um2
* LEAKAGE at 0.478 nW
* Ys cells at 155
[cell families (layout without fill, tap and decap cells)]
group,Yosys count,in the layout,synth area share
AND/OR/NAND/NOR,75,75,0.303
flip-flops,29,29,0.420
AND-OR/OR-AND,27,27,0.140
XOR/XNOR,14,14,0.0886
buffers and inverters,8,13,0.0371
adder cells (fa/ha/maj),1,1,0.00904
other,1,2,0.00271
[worst max-delay path by stage]
stage                       from          end  cells after the start
after CTS             counter[0]  counter[20]                      5
after global routing  counter[0]  counter[20]                      5
final                 counter[0]  counter[20]                      5
[layer usage]
metal	up-vias	global-route usage
met2	11	0.0785
met3	7	0.0198
li1	577	-
met4	0	0.00651
met1	519	0.0780
met5	-	0
[flip-flops by register name, indices dropped and copies added, names as in the netlist]
register     flops
counter         28
divided_clk      1
[area by class of cell]
type,instances,area share
flip-flops and latches,29,0.372
clock inverters,2,0.00881
multi-input cells,119,0.484
inverters,2,0.00481
repair buffers,3,0.0160
clock buffers,6,0.0529
well taps,77,0.0617
[per-stage QoR]
step | hold WS (ns) | std cells
after CTS | 0.480 | 238
after detailed placement | 0.463 | 230
final | 0.476 | 238
after global routing | 0.518 | 238
after floorplan | 0.437 | 156
after global placement | 0.459 | 230
[worst max-delay path: cells and delay by family, from the launching register on]
family                   cells  cell delay [ns]
adder cells (fa/ha/maj)      1             0.22
AND-OR/OR-AND                1             0.14
AND/OR/NAND/NOR              3             1.00
flip-flops                   1             0.38
[cells in the final DEF, fill, tap and decap left out, drive strengths merged]
master / count
xor2: 8
or2: 1
clkdlybuf4s50: 1
nand4: 8
and4: 4
o31ai: 6
nand3: 9
dfxtp: 29
xnor2: 6
clkbuf: 6
or4: 9
o311ai: 1
or3b: 1
o211ai: 1
nor4: 2
nand2: 14
a211o: 1
ha: 1
or3: 3
conb: 2
clkinv: 2
o21ai: 3
inv: 2
nor2: 17
a211oi: 3
nor3: 3
and3: 4
o41ai: 1
a21oi: 11
buf: 2
[where the power goes]
group | total, mW | internal [mW] | switching [mW]
logic | 0.0162 | 0.00689 | 0.00926
clock network | 0.393 | 0.214 | 0.179
registers | 0.451 | 0.448 | 0.00248
Power and IR drop assume default switching activity.
