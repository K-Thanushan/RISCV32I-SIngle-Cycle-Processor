--- /design/flow/design.v ---
`timescale 1ns / 1ps
module Processor_Out_Mux(
    input logic switch,
    input logic [31:0] ALU_Output,
    input logic [31:0] PC_out,
    output logic [31:0] Seg_IN
    );
    assign Seg_IN = switch ? ALU_Output : PC_out;
endmodule
--- /design/flow/run.sh ---
#!/bin/bash
# OpenROAD 26Q1-2900-gdf79404cd8, Yosys 0.63+post, stock flow scripts
make -C /OpenROAD-flow-scripts/flow DESIGN_CONFIG=/design/flow/config.mk WORK_HOME=/design/flow/orfs finish
--- /design/flow/config.mk ---
export PLATFORM = sky130hd
export DESIGN_NAME = Processor_Out_Mux
export DESIGN_NICKNAME = Processor_Out_Mux
export VERILOG_FILES = /design/flow/design.v
export SDC_FILE = /design/flow/constraint.sdc
export NUM_CORES = 4
export LEC_CHECK = 1
export CORE_AREA = 10 10 71 71
export DIE_AREA = 0 0 81 81
--- /design/flow/constraint.sdc ---
current_design Processor_Out_Mux

set clk_period 1.0
set clk_io_pct 0.2

create_clock -name clk0 -period $clk_period

set non_clock_inputs [all_inputs -no_clocks]
set_input_delay [expr $clk_period * $clk_io_pct] -clock clk0 $non_clock_inputs
set_output_delay [expr $clk_period * $clk_io_pct] -clock clk0 [all_outputs]
==> reports/qor_table.md <==
| Group | Quantity | Value |
| --- | --- | --- |
| outcome | Status | finished, violations left |
| outcome | Violations in the final reports | negative setup slack |
| yosys | Number of distinct standard cells referenced by the synthesized netlist | 4 |
| final layout | Final core utilization | 42.5% |
| place | Count of port buffers added during placement | 97 |
| final layout | Area of all sequential standard cells | 0 sq um |
| worst setup path | Worst endpoint required time | 0.80 ns |
| final layout | Synth-to-layout area growth | 184% |
| final timing | Time the worst path needs with I/O delays and setup | 1.08 ns |
| yosys | Post-synthesis chip area from yosys | 544 sq um |
| detailed routing | DR vias/cell | 3.74 |
| final layout | Dominant logic cell types in the final layout | 64 x sky130_fd_sc_hd__dlygate4sd2_1, 32 x sky130_fd_sc_hd__mux2_4, 27 x sky130_fd_sc_hd__buf_6, 5 x sky130_fd_sc_hd__buf_2, 4 x sky130_fd_sc_hd__buf_12 |
| final layout | Post-route insts no fill | 182 |
| floorplan | Top Ports | 97 |
| final timing | Worst hold slack after final layout | 0.798 ns |
| worst setup path | Most Frequent Cell on Critical Path | sky130_fd_sc_hd__buf_12 |
| final timing | Setup slack of the critical path after layout | -0.0801 ns |
| yosys | Logic family by area | multiplexers |
| final timing | Highest Clock Rate | 926 MHz |
| final timing | Final-report max-slew violation count | 0 |
| detailed routing | Average wire length per cell after detail routing | 15.5 um |
| detailed routing | Post-DRT Antenna Nets | 0 |
| global routing | Wire length of the first global-routing pass | 3920 um |
| detailed routing | Number of remaining DRC errors | 0 |
| final timing | Transition time at the pin with the least slew margin | 0.0844 ns |
| yosys | AND/OR/NAND/NOR Cells, Area Fraction | 0% |
| worst setup path | Critical-path cell list | buf_12 -> buf_12 -> mux2_4 -> buf_6 |
| run | Count of max-cap constraint violations | 0 |
| final layout | Share of final-layout standard cells stronger than drive strength 1 | 52.2% |
| global routing | Vias in the first global route | 754 |
| place | Worst slack at placement | -0.532 ns |
| floorplan | Site Rows | 22 |
| worst setup path | Family with the most delay on the worst path | buffers and inverters |
| place | Routability cong. | 0.852 |
| final layout | Post-route cell area | 0.00155 sq mm |
| global routing | GRT Resource Usage Total | 7.38% |
| final timing | Post-layout period usage | 108% |
| yosys | Synth area leaders | sky130_fd_sc_hd__mux2_4 83%, sky130_fd_sc_hd__buf_12 11%, sky130_fd_sc_hd__mux2_2 4.1% |
| yosys | Post-Synth Adder-Cell Area | 0% |
| floorplan | Height of the die | 81 um |
| final timing | Number of hold-slack violations in the final timing report | 0 |
| run | Total tool warning count | 34 |
| power | Power density cells | 397 mW/mm^2 |
| worst setup path | Master of the slowest instance on the critical path | sky130_fd_sc_hd__mux2_4 |
| yosys | Avg Cell Area, Syn | 15.1 sq um |
| floorplan | Standard cell core area | 0.00363 sq mm |
| final layout | Flop Count | 0 |
| place | Placed Cells incl. Taps | 180 |
| global routing | Global route overflow | 0 |
| place | Post-placement cell area | 0.00156 sq mm |
| final timing | Setup repair after global routing missed its margin | yes |
| yosys | Multiplexer share of the synthesized area | 86.9% |
| detailed routing | Wirelength, routed | 2810 um |
| yosys | Count of yosys warnings during synthesis | 0 |
| global routing | Pin count of the biggest net entering global routing | 11 |
| yosys | Total standard cell area after synthesis | 544 sq um |
| floorplan | Core utilization at floorplan | 15.0% |
| yosys | Synthesized netlist cell count | 36 |
| worst setup path | Kind of end point of the critical path | output pin |
| min path | Min-delay worst type | in2out |
| final timing | Final setup violation count | 32 |
| worst setup path | Maximum cell stage delay along the critical path | 0.30 ns |
| yosys | Seq/Total Area, Yosys | 0% |
| floorplan | Die X-Extent | 81 um |
| power | Largest voltage drop on the vdd net | 0.131 mV |
| floorplan | Total die size | 0.00656 sq mm |
| worst setup path | Data arrival time of the critical path | 0.88 ns |
| yosys | Number of cells in Yosys stat | 36 |
| worst setup path | Startpoint Class | primary input |
| worst setup path | Crit path max fanout | 10 |
| detailed routing | Total via count in the routed design | 681 |
| yosys | Compound Share, Synth | 0% |
| final timing | Relative max-transition margin | 94.4% |
| yosys | Post-Synth XOR/XNOR Area | 0% |
| worst setup path | Type of the setup path with the least slack | in2out |
| global routing | Initial antenna violation count | 0 |
| power | Leak Pwr | 0.838 nW |
| final layout | Most common logic cell in the routed design | sky130_fd_sc_hd__dlygate4sd2_1 |
| yosys | Top-area cell share | 82.8% |
| yosys | Library cell occupying the most area in the post-synthesis netlist | sky130_fd_sc_hd__mux2_4 |
| detailed routing | Initial detailed-routing violation count | 2 |
| detailed routing | Number of diodes added for antenna fixing | 0 |
| worst setup path | Number of buffer and inverter instances along the worst setup path | 3 |
| final layout | Clock buffer instance count of the final layout | 0 |
| detailed routing | Total iterations of the first detailed-routing run | 2 |
| place | Detailed placer's ending HPWL | 2550 um |
[metal layers]
metal	vias to the layer above	global-route usage, %	share of wire (%)
met3	0	2.56	11
met5	-	0	0
li1	332	-	-
met1	299	8.83	40
met2	50	13.2	50
met4	0	0	0
[synth_stat cells (all sizes together)]
cell   n
mux2  32
buf    4
[layout make-up]
cell class                 count  area, sq um
multi-input combinational     32          480
fill                         360         2090
tap                           48         60.1
timing repair buffer         102         1000
[logic make-up (layout without fill, tap and decap cells)]
family                 count (synthesis)  count (layout)
buffers and inverters                  4             102
muxes                                 32              32
[metrics by stage]
step / total power, mW / TNS [ns]
3_3_place_gp: 0.668 / -16.31
5_1_grt: 0.656 / -2.65
3_5_place_dp: 0.672 / -16.56
6_report: 0.614 / -2.22
4_1_cts: 0.598 / -2.35
2_1_floorplan: 0.206 / 0
[what timing repair did]
| item | in CTS | in global routing |
|---|---|---|
| endpoints found under the setup margin | 32 | 32 |
| gates resized | 187 | 7 |
| buffers inserted | 1 | 0 |
| hold buffers | 0 | 0 |
| gates cloned | 1 | 0 |
[worst paths after layout]
| kind | from | to | slack, ns | depth (start not counted) |
|---|---|---|---|---|
| setup / recovery | switch | Seg_IN[5] | -0.08 | 4 |
| hold / removal | PC_out[31] | Seg_IN[31] | 0.80 | 3 |
[report_power, final]
group / switching, mW / internal [mW]
Clock: 0 / 0
Combinational: 0.138 / 0.476
Sequential: 0 / 0
Total: 0.138 / 0.476
[tightest hold or removal path, cell delays in order]
cell and delay, ns:
sky130_fd_sc_hd__dlygate4sd2_1 0.19, sky130_fd_sc_hd__mux2_4 0.13, sky130_fd_sc_hd__buf_2 0.08
Power and IR drop assume default switching activity.
