File: ./config.mk
export PLATFORM = sky130hd
export DESIGN_NAME = SSD
export DESIGN_NICKNAME = SSD
export VERILOG_FILES = /design/flow/design.v
export SDC_FILE = /design/flow/constraint.sdc
export NUM_CORES = 4
export LEC_CHECK = 1
export CORE_AREA = 10 10 70 70
export DIE_AREA = 0 0 80 80
File: ./constraint.sdc
current_design SSD

set clk_period 1.2
set clk_io_pct 0.2

create_clock -name clk0 -period $clk_period

set non_clock_inputs [all_inputs -no_clocks]
set_input_delay [expr $clk_period * $clk_io_pct] -clock clk0 $non_clock_inputs
set_output_delay [expr $clk_period * $clk_io_pct] -clock clk0 [all_outputs]
File: ./design.v
module SSD(
     BCD,
     digit
    );
     input [3:0] BCD;
     output [6:0] digit;
     reg [6:0] digit;
    always @(BCD)
    begin
        case (BCD)  
            0  : digit = 7'b1000000;
            1  : digit = 7'b1111001;
            2  : digit = 7'b0100100;
            3  : digit = 7'b0110000;
            4  : digit = 7'b0011001;
            5  : digit = 7'b0010010;
            6  : digit = 7'b0000010;
            7  : digit = 7'b1111000;
            8  : digit = 7'b0000000;
            9  : digit = 7'b0010000;
				'hA: digit = 7'b0001000;
				'hB: digit = 7'b0000011;
				'hC: digit = 7'b1000110;
				'hD: digit = 7'b0100001;
				'hE: digit = 7'b0000110;
				'hF: digit = 7'b0001110;
            default : digit = 7'b1111111; 
        endcase
    end
endmodule
File: ./run.sh
#!/bin/bash
# OpenROAD 26Q1-2900-gdf79404cd8, Yosys 0.63+post, stock flow scripts
make -C /OpenROAD-flow-scripts/flow DESIGN_CONFIG=/design/flow/config.mk WORK_HOME=/design/flow/orfs finish
==> flow_summary.ini <==
; flow metrics
[worst_setup_path]
critPathSlowestCell = or3b_1
crit_family = simple AND/OR/NAND/NOR gates
required_ns = 0.96
cpPeakStageDelay_ns = 0.34
worstSetupEndpointType = primary output
crit_fanout = 5
startpoint_type = input port
crit_buf_inv = 3
arrival_ns = 1.26
worstPathCellList = buf_12 -> inv_12 -> ha_4 -> and2b_2 -> or3b_1 -> o21ai_1 -> buf_2
crit_type = input port to primary output

[final_timing]
hold_ws_ns = 0.928
finalMaxSlewViolations = 0
fin_ws_ns = -0.305
setup_viol = 7
rsz0062_at_grt = true
finalCritPeriodShare = 1.25
worst_slew_pin_slew_ns = 0.178
setup_tns_ns = -1.24
finalWorstPathRequiredPeriod_ns = 1.50
relSlewSlack = 0.878
hold_violations = 0
clock.fmax_mhz = 665

[final_layout]
seq_area_sq_um = 0
syn2layout_area_growth_pct = 130
flop-count = 0
n_clock_buffer = 0
lay_top_cells = buf_2, buf_6, buf_4
final_common_cell = buf_2
drive_above_1_share = 0.714

[grt]
grt_pass1_wl_microns = 1760
grt_max_degree = 6
overflow = 0
track_usage = 0.0322
grt_pass1_vias = 356
antenna_found_initial = 0

[floorplanning]
fp-utilization = 0.0806
rows = 21
dieHeight_microns = 80
chipWidth_microns = 80
coreArea_sq_mm = 0.00342
io_pins = 11
dieArea_sq_mm = 0.00640

[drt]
antenna_left = 0
wirelength_microns = 1020
antenna_cells = 0
vias = 328
drt_iter0_drc = 0
dr.pass1.iters = 1
drt-wirelength-per-cell_microns = 9.96
viasPerCell = 3.22
drc_errors = 0

[power_and_ir_drop]
p_leak_nw = 0.286
powerDensity_mw_per_mm2 = 316
ir_drop_mv = 0.102

[placed_design]
gp_congestion = 0.826
hpwlAfterDp_microns = 717
io_buffers = 11

[clock_network]
holdBufCountCts = 0

[logic_synthesis]
synth_cell_types = 15
ys_seq_share = 0
ys_area_sq_um = 275
synth_area_sq_um = 275
synthCells = 32
avgSynthCellArea_sq_um = 8.60
ys_cells = 32
yosys_warnings = 1

[flow_run]
warning_count = 41
max_cap_viol_count = 0

[hold_path]
min_path_type = input port to primary output

[outcome]
outcome = finished, violations left
violations = setup timing
cells in the mapped netlist:
library cell | count | area, sq um
or3b_1 | 1 | 8.76
mux2i_1 | 4 | 40.0
a22o_1 | 2 | 17.5
buf_6 | 1 | 11.3
and2b_2 | 1 | 8.76
a32o_1 | 1 | 10.0
ha_1 | 7 | 87.6
o21ai_0 | 2 | 10.0
mux4_1 | 1 | 26.3
a21oi_1 | 1 | 5.00
nor2_1 | 5 | 18.8
buf_2 | 1 | 5.00
inv_1 | 3 | 11.3
mux2_2 | 1 | 11.3
nand2_1 | 1 | 3.75
stage by stage:
step	std cells	cell area [sq um]	util	total power (W)	setup slack (ns)
CTS	102	627	0.184	0.000194	-0.307
finish	102	634	0.186	0.000201	-0.305
global route	102	634	0.186	0.000220	-0.408
global placement	95	529	0.155	0.000166	-1.23
floorplan	32	318	-	0.0000706	-0.0168
detailed placement	95	529	0.155	0.000168	-1.24
worst min-delay path: stages:
cell	delay, ns
buf_2	0.14
nor2_2	0.10
a22o_1	0.12
buf_2	0.09
layer usage:
| layer | track usage | up-vias | part of all wire |
|---|---|---|---|
| li1 | - | 164 | - |
| met4 | 0 | 0 | 0 |
| met1 | 0.0358 | 162 | 0.41 |
| met5 | 0 | - | 0 |
| met3 | 0 | 0 | 0.00098 |
| met2 | 0.0682 | 2 | 0.59 |
what timing repair did:
| item | 4_1_cts | 5_1_grt |
|---|---|---|
| pin swaps | 7 | 1 |
| gates resized | 64 | 2 |
| setup endpoints to repair | 7 | 7 |
| setup buffers | 6 | 0 |
| gates cloned | 1 | 0 |
area by class of cell:
class	instances	area (sq um)
Fill cell	379	2780
Multi-Input combinational cell	27	320
Timing Repair Buffer	26	225
Tap cell	46	57.6
Inverter	3	31.3
final timing paths:
| check | from | end | slack [ns] | cells after the start |
|---|---|---|---|---|
| max | BCD[1] | digit[0] | -0.30 | 7 |
| min | BCD[3] | digit[2] | 0.93 | 4 |
cell families after synthesis:
kind of cell,count (synthesis),synth area share
AOI/OAI and AO/OA,6,0.155
adders and majority gates,7,0.318
buffers and inverters,5,0.100
muxes,6,0.282
and+or+nand+nor,8,0.145
power breakdown:
| part | switching (W) | total (W) | internal (W) |
|---|---|---|---|
| clock network | 0 | 0 | 0 |
| registers | 0 | 0 | 0 |
| logic | 0.0000814 | 0.000201 | 0.000119 |
| total | 0.0000814 | 0.000201 | 0.000119 |
Power and IR drop assume default switching activity.
